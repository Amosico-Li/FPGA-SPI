==> ./design.v <==
module edge_detector #(
    parameter MODE = 0               
)(
    input clk,
    input rst_n,
    input logic signal,
    output logic pulse
);
    reg signal_dly;
    always @(posedge clk or negedge rst_n) begin
        if(!rst_n) 
            signal_dly <= 1'b0;
        else
            signal_dly <= signal;
    end
    always @(posedge clk or negedge rst_n) begin
        if(!rst_n) 
           pulse <= 1'b0;
        else begin
            if(MODE == 0) begin
                pulse <= signal & ~signal_dly;
            end 
            else begin 
                pulse <= ~signal & signal_dly;
            end
        end
    end
endmodule
module spi_master # (
    parameter BIT_WIDTH = 16, 
    parameter CLK_DIV = 10,
    parameter CPOL = 0,
    parameter CPHA = 0,
    parameter LSBF = 0
)(
    input logic clk,
    input logic rst_n,
    input logic start,
    output logic sclk,
    output logic nss,
    input logic miso,
    output logic mosi,
    output logic done,
    output reg [BIT_WIDTH - 1:0] rdata,
    input logic [BIT_WIDTH - 1:0] wdata
);
    localparam VIERSION = 2;
    localparam IDLE = 'd1;  
    localparam ALIGN = 'd2;                        
    localparam TRANS = 'd4;
    reg [2:0] state, next;                           
    wire start_en;
    reg stop;
    wire edge_1;               
    wire edge_2;                 
    wire wr_edge;                                    
    wire rd_edge;                                    
    reg [15:0]ccnt;                                  
    reg [4:0] bcnt;                                  
    reg [BIT_WIDTH - 1:0] rdata_tmp ;                
    reg [BIT_WIDTH - 1:0] wdata_tmp;                 
    edge_detector #(
        .MODE(0)            
    ) e_d_1 (
        .clk(clk),
        .rst_n(rst_n),
        .signal(start),
        .pulse(start_en)
    );
    assign edge_1 = (ccnt == 'd0);
    assign edge_2 = (ccnt == CLK_DIV / 2);
    always @(posedge clk or negedge rst_n) begin
        if(!rst_n)
            ccnt <= 'd0;
        else if(ccnt < CLK_DIV - 'd1)
            ccnt <= ccnt + 'd1;
        else
            ccnt <= 'd0;
    end
    always @(posedge clk or negedge rst_n) begin
        if(!rst_n)
            sclk <= CPOL;
        else if ((state == TRANS) & (bcnt != BIT_WIDTH)) begin
            if(edge_1 | edge_2)
                sclk <= ~sclk;
        end
        else begin
            sclk <= CPOL; 
        end
    end
    always @(posedge clk or negedge rst_n) begin
        if (!rst_n)
            nss <= 1'b1; 
        else if((bcnt == BIT_WIDTH) && edge_2)        
            nss <= 1'b1;
        else if((state == ALIGN) && edge_1)
            nss <= 1'b0; 
    end
    assign wr_edge = CPHA ? edge_2 : edge_1; 
    assign rd_edge = CPHA ? edge_1 : edge_2;
    always @(posedge clk or negedge rst_n) begin
        if(!rst_n)
            bcnt <= 'd0;
        else if(start_en)
            bcnt <= 'd0;
        else if(edge_1 & (state == TRANS))
            bcnt <= bcnt + 'd1;
    end
    always @(posedge clk or negedge rst_n) begin
        if(!rst_n)
            stop <= 1'b0;
        else if((bcnt == BIT_WIDTH - 1) && edge_1)
            stop <= 1'b1;
        else 
            stop <= 1'b0;
    end
    always @(posedge clk or negedge rst_n) begin
        if(!rst_n)
            done <= 1'b0;
        else if(stop)
            done <= 1'b1;
        else 
            done <= 1'b0;
    end
    always @(posedge clk or negedge rst_n) begin
        if(!rst_n) 
            rdata_tmp <= 'd0;
        else if(start_en)
            rdata_tmp <= 'd0;
        else if(rd_edge && (state == TRANS) && (bcnt != BIT_WIDTH)) begin
            if(LSBF)
                rdata_tmp <= {miso, rdata_tmp[BIT_WIDTH-1:1]};  
            else
                rdata_tmp <= {rdata_tmp[BIT_WIDTH-2:0], miso};  
        end
    end
    always @(posedge clk or negedge rst_n) begin
        if(!rst_n)
            rdata <= 'd0;
        else if(stop)
            rdata <= rdata_tmp;
    end
    always @(posedge clk or negedge rst_n) begin
        if(!rst_n)
            wdata_tmp <= 'd0;
        else if(start_en)
            wdata_tmp <= wdata;
        else if((state == TRANS) && rd_edge) begin
            if(LSBF)
                wdata_tmp <= (wdata_tmp >> 1);
            else    
                wdata_tmp <= (wdata_tmp << 1);
        end
    end
    always@(posedge clk or negedge rst_n) begin
        if(!rst_n)
            mosi <= 'd0;
        else if(start_en) begin
            if(LSBF)
                mosi <= wdata[0];
            else
                mosi <= wdata[BIT_WIDTH-1];
        end
        else if((state == TRANS) && wr_edge) begin
            if(LSBF)
                mosi <= wdata_tmp[0];
            else    
                mosi <= wdata_tmp[BIT_WIDTH-1];
        end
    end
    always @(posedge clk or negedge rst_n) begin
        if(!rst_n)
            state <= IDLE;
        else
            state <= next;
    end
    always @(*) begin
        if(!rst_n) begin
            next = IDLE;
        end
        else begin
            case (state)
                IDLE: begin
                    if (start_en) 
                        next <= ALIGN;
                    else    
                        next <= IDLE;
                end
                ALIGN: begin
                    if(edge_1)
                        next <= TRANS;
                    else
                        next <= ALIGN;
                end 
                TRANS: begin
                    if ((bcnt == BIT_WIDTH) && edge_2)
                        next <= IDLE;
                    else
                        next <= TRANS;
                end
            endcase
        end
    end
endmodule
==> ./run.sh <==
#!/bin/bash
# OpenROAD 26Q1-2900-gdf79404cd8, Yosys 0.63+post, stock flow scripts
make -C /OpenROAD-flow-scripts/flow DESIGN_CONFIG=/design/flow/config.mk WORK_HOME=/design/flow/orfs finish
==> ./config.mk <==
export PLATFORM = sky130hd
export DESIGN_NAME = spi_master
export DESIGN_NICKNAME = spi_master
export VERILOG_FILES = /design/flow/design.v
export SDC_FILE = /design/flow/constraint.sdc
export NUM_CORES = 4
export LEC_CHECK = 1
export CORE_UTILIZATION = 30
==> ./constraint.sdc <==
current_design spi_master

set clk_period 4.4
set clk_io_pct 0.2

create_clock -name clk0 -period $clk_period [get_ports {clk}]

set non_clock_inputs [all_inputs -no_clocks]
set_input_delay [expr $clk_period * $clk_io_pct] -clock clk0 $non_clock_inputs
set_output_delay [expr $clk_period * $clk_io_pct] -clock clk0 [all_outputs]
==> reports/qor.csv <==
metric;value;unit
RSZ-0062 raised after global routing;false;
sw frac;0.2104;
Dominant flop cell;dfrtp_1;
vias after detailed routing;2347;
Hold Crit Depth;1;
initial DRC count;102;
Max Clock Freq;408.9;MHz
die area;11740;sq um
register pins left without a clock;3;
final antenna-violating net count;0;
final global-route overflow total;0;
synthesis-to-finish area growth;26.60;%
count of final hold-check violations;0;
gr usage total;0.1274;
count of tool warnings;29;
pwr dens;381.1;nW/um^2
DR vias/cell;4.839;
vias in the first global route;2389;
met2 usage;0.1988;
Sw Pwr;344.4;uW
CP Max Fanout;24;
Synth Warn #;2;
synthesized area per cell;11.54;sq um
EDFF count, synth;0;
met1 global-route usage;0.1946;
Reg clk slew, reported paths;0.06;ns
Resized Gates After CTS;0;
die y size;108.3;um
Registers, synthesis;82;
Setup TNS;0;ns
crit path DAT;2.65;ns
# diodes;0;
Num CTS Buffers;9;
Rows;38;
Rel. slew slack;0.5235;
Sequential Power Share;0.467;
Final Critical Period;2.446;ns
fin. max-slew vios;0;
Int Power;1.292;mW
Worst Reg2Reg Path Length in Cells;4;
synthesis area per yosys;3392;sq um
CP Capture Type;flip-flop;
drc violations;0;
max cap viols;0;
Hold Crit Class;reg2reg;
worst setup margin;1.954;ns
hold buffers post-CTS;0;
post-layout period usage of the worst path;0.5558;
Die W;108.3;um
Init Core Util;0.3102;
leakage;1.766;nW
worst endpoint required time;4.60;ns
clock power share;0.485;
pre-CTS WS;1.979;ns
post-layout util;0.3927;
GR Util met3;0.02515;
Max H-tree Level;3;
reg-to-reg setup timing slack;1.95;ns
WL final;6609;um
outcome;completed;
post-synthesis cell type count;39;
port bufs;39;
Root Driver;clkbuf_16;
wire per inst;13.63;um
post-CTS setup buffer count;0;
CTS tree;built;
gr busiest metal;met2;
core area;10940;sq um
post-DP HPWL;4221;um
I/O pins;40;
share of layout cells above drive strength 1;0.1391;
critical path type;reg2reg;
endpoints left unconstrained;6;
area of the mapped netlist;3392;sq um
crit start category;flip-flop;
largest net degree at the start of global routing;49;
first-pass GRT wire length;11440;um
cell count in the Yosys report;294;
Max Root-Sink Buffers;2;
Detailed Routing Iterations Pass 1;4;
Clock Latency Late Sink;0.33;ns
Async SR Flop Fraction;0.9634;
Setup violations, final;0;
combinational power share;0.048;
initial antenna violation count;0;
skew final;0.007923;ns
cells after synthesis;294;
RePlAce Congestion;0.7621;
slew of the pin with the lowest slew margin;0.7052;ns
VDD IR max;0.0001988;V
## flip-flops by register name, indices dropped and copies added (netlist names), 3 cells and up
| signal | cells |
|---|---|
| rdata_tmp | 16 |
| wdata_tmp | 16 |
| bcnt | 5 |
| next | 3 |
| ccnt | 16 |
| rdata | 16 |
| state | 3 |
## path summary, 6_finish.rpt
check / endpoint / from
worst min-delay path: e_d_1.pulse$_DFF_PN0_ / e_d_1.signal_dly$_DFF_PN0_
max in group asynchronous: sclk$_DFFE_PN0P_ / rst_n
worst min register to register: e_d_1.pulse$_DFF_PN0_ / e_d_1.signal_dly$_DFF_PN0_
worst max register to register: wdata_tmp[13]$_DFFE_PN0P_ / ccnt[12]$_DFF_PN0_
min in group asynchronous: wdata_tmp[10]$_DFFE_PN0P_ / rst_n
worst max-delay path: wdata_tmp[13]$_DFFE_PN0P_ / ccnt[12]$_DFF_PN0_
## synth_stat cells, types with 2 or more instances
library cell  instances  area, sq um
dfrtp_1              77         1927
o21ai_0              30        150.1
clkbuf_1             18        67.56
a31oi_1              16        100.1
mux2_2               16        180.2
a21oi_1              15        75.07
a2bb2oi_1            14        122.6
nand3_1              14        70.07
nand2_1              13        48.80
inv_1                10        37.54
mux2i_1              10        100.1
nor2_1                8        30.03
ha_1                  7        87.58
or4_1                 6        45.04
buf_2                 3        15.01
dlxtn_1               3        45.04
nand2b_1              3        18.77
nor3_1                3        15.01
nor4_1                3        18.77
dfstp_2               2        52.55
o31ai_1               2        15.01
or3b_2                2        17.52
xnor2_1               2        17.52
xor2_1                2        17.52
## critical path: stages, from the launching register on
cell and delay [ns]:
dfrtp_1 0.35, or4_1 0.64, or4_1 0.90, o21ai_0 0.33, a2bb2oi_1 0.10
## cell type report
cell class / count / area, sq um
clock buffer: 10 / 229.0
timing repair buffer: 46 / 440.4
fill: 1043 / 6641
multi-input combinational: 191 / 1295
inverter: 10 / 37.54
sequential: 82 / 2024
clock inverter: 6 / 92.59
tap: 140 / 175.2
## logic make-up after synthesis
kind of cell / after synthesis / synth area share
multiplexers: 26 / 0.08263
latches: 3 / 0.01328
buffers and inverters: 32 / 0.03873
flip-flops: 79 / 0.5835
XOR/XNOR: 4 / 0.01033
AND-OR/OR-AND: 82 / 0.1487
adder cells (fa/ha/maj): 7 / 0.02582
other: 1 / 0.001106
AND/OR/NAND/NOR: 60 / 0.09591
## power groups by stage
stage | Sequential (mW) | Clock (mW) | Combinational [mW]
CTS | 0.764 | 0.816 | 0.0814
global route | 0.767 | 0.852 | 0.0901
finish | 0.764 | 0.793 | 0.0791
## cells in the final DEF (no fill, tap or decap), types with 2 or more instances in the layout
| cell | instances |
|---|---|
| mux2i_1 | 10 |
| bufinv_16 | 2 |
| a2bb2oi_1 | 14 |
| inv_6 | 2 |
| nor4_2 | 2 |
| xnor2_1 | 2 |
| nor3_1 | 3 |
| nand2_1 | 13 |
| or4_1 | 6 |
| o21ai_0 | 30 |
| a21oi_1 | 15 |
| o31ai_1 | 2 |
| or3b_2 | 2 |
| ha_1 | 7 |
| nand3_1 | 14 |
| dlxtn_1 | 3 |
| nand2b_1 | 3 |
| xor2_1 | 2 |
| clkdlybuf4s50_1 | 38 |
| clkinvlp_4 | 2 |
| inv_1 | 10 |
| nor2_1 | 8 |
| a31oi_1 | 16 |
| mux2_2 | 16 |
| clkbuf_16 | 9 |
| dfstp_2 | 2 |
| dfrtp_1 | 77 |
| conb_1 | 12 |
| buf_4 | 8 |
## routing by layer
| metal | share of wire | wire [um] |
|---|---|---|
| met5 | 0 | 0 |
| met1 | 0.46 | 3059 |
| met2 | 0.50 | 3276 |
| met3 | 0.032 | 211 |
| met4 | 0.0095 | 63 |
## stage by stage
stage,total power [mW],hold WS [ns],std cells,area (sq um)
4_1_cts,1.661,0.3902,485,4294
5_1_grt,1.709,0.4336,485,4294
3_3_place_gp,0.8551,0.3834,469,3973
3_5_place_dp,0.8579,0.3818,469,3973
2_1_floorplan,0.8116,0.3519,305,3433
6_report,1.637,0.3894,485,4294
No activity file was given, so power comes from the tool's default toggle rates.
