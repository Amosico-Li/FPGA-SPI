[design/flow/run.sh]
#!/bin/bash
# OpenROAD 26Q1-2900-gdf79404cd8, Yosys 0.63+post, stock flow scripts
make -C /OpenROAD-flow-scripts/flow DESIGN_CONFIG=/design/flow/config.mk WORK_HOME=/design/flow/orfs finish
[design/flow/config.mk]
export PLATFORM = sky130hd
export DESIGN_NAME = spi_slave_debug
export DESIGN_NICKNAME = spi_slave_debug
export VERILOG_FILES = /design/flow/design.v
export SDC_FILE = /design/flow/constraint.sdc
export NUM_CORES = 4
export LEC_CHECK = 1
export CORE_UTILIZATION = 40
[design/flow/constraint.sdc]
current_design spi_slave_debug

set clk_period 2.3
set clk_io_pct 0.2

create_clock -name clk0 -period $clk_period [get_ports {clk}]

set non_clock_inputs [all_inputs -no_clocks]
set_input_delay [expr $clk_period * $clk_io_pct] -clock clk0 $non_clock_inputs
set_output_delay [expr $clk_period * $clk_io_pct] -clock clk0 [all_outputs]
[design/flow/design.v]
module spi_slave_debug #(
    parameter BIT_WIDTH = 8
)(
    input logic clk,
    input logic rst_n,
    input logic sclk,
    input logic nss,
    output logic miso,
    input logic mosi,
    output logic done,
    output logic [BIT_WIDTH - 1:0] rdata,
    input logic [BIT_WIDTH - 1:0] wdata,
    input logic cpol,
    input logic cpha,
    input logic lsbf
);
    parameter IDLE = 3'd1;
    parameter TRANS = 3'd4;
    reg [2:0] state;
    reg [2:0] next;
    reg start_en;
    reg [1:0] nss_dly;
    reg [1:0] sclk_dly;  
    reg [1:0] mosi_dly;
    reg sclk_pe;
    reg sclk_ne;
    wire edge_1;
    wire edge_2;
    wire rd_edge;
    reg stop;
    reg load;
    reg [5:0] bcnt;
    reg [BIT_WIDTH - 1:0] rdata_tmp;
    reg [BIT_WIDTH - 1:0] wdata_tmp;
    always @(posedge clk or negedge rst_n) begin
        if(!rst_n) 
            nss_dly <= 'd0;
        else
            nss_dly <= {nss_dly[0], nss};
    end
    always @(posedge clk or negedge rst_n) begin
        if(!rst_n) 
            sclk_dly <= 'd0;
        else
            sclk_dly <= {sclk_dly[0], sclk};
    end
    always @(posedge clk or negedge rst_n) begin
        if(!rst_n) 
            mosi_dly <= 'd0;
        else
            mosi_dly <= {mosi_dly[0], mosi};
    end
    always @(posedge clk or negedge rst_n) begin
        if(!rst_n) begin
            sclk_pe <= 1'b0;
            sclk_ne <= 1'b0;
        end 
        else begin
            sclk_pe <= (sclk_dly[1:0] == 2'b01);
            sclk_ne <= (sclk_dly[1:0] == 2'b10);
        end
    end
    assign edge_1 = cpol ? sclk_ne : sclk_pe;    
    assign edge_2 = cpol ? sclk_pe : sclk_ne;
    assign rd_edge = (cpha) ? edge_2 : edge_1;
    assign wr_edge = (cpha) ? edge_1 : edge_2;
    assign start_en = (nss_dly[1:0] == 2'b10);
    always @(posedge clk or negedge rst_n) begin
        if(!rst_n)
            bcnt <= 'd0;
        else if((bcnt == BIT_WIDTH) && edge_2 || nss_dly[1])
            bcnt <= 'd0;
        else if(edge_1 && (state == TRANS))
            bcnt <= bcnt + 'd1;
    end
    always @(posedge clk or negedge rst_n) begin
        if(!rst_n)
            rdata_tmp <= 'd0;
        else if(start_en)
            rdata_tmp <= 'd0;
        else if (rd_edge && (state == TRANS)) begin
            if(lsbf == 0)
                rdata_tmp <= {rdata_tmp[BIT_WIDTH-2:0], mosi_dly[1]};
            else
                rdata_tmp <= {mosi_dly[1], rdata_tmp[BIT_WIDTH-1:1]};
        end
    end
    always @(posedge clk or negedge rst_n) begin
        if(!rst_n)
            stop <= 1'd0;
        else if((bcnt == BIT_WIDTH) && edge_2)
            stop <= 1'd1;
        else 
            stop <= 1'd0;
    end 
    always @(posedge clk or negedge rst_n) begin
        if(!rst_n)
            done <= 1'b0;
        else if(stop)
            done <= 1'b1;
        else
            done <= 1'b0;
    end
    always @(posedge clk or negedge rst_n) begin
        if(!rst_n)
            rdata <= 'd0;
        else if(stop)
            rdata <= rdata_tmp;
    end
    always @(posedge clk or negedge rst_n) begin
        if(!rst_n) 
            load <= 'd0;
        else 
            load <= done;
    end
    always @(posedge clk or negedge rst_n) begin
        if(!rst_n) 
            wdata_tmp <= 'dz;
        else if(start_en || load)
            wdata_tmp <= wdata;
        else if(rd_edge && (state == TRANS)) begin
            if(lsbf)
                wdata_tmp <= wdata_tmp >> 1;
            else
                wdata_tmp <= wdata_tmp << 1;
        end
    end
    always @(posedge clk or negedge rst_n) begin
        if(!rst_n)
            miso <= 'dz;
        else if(start_en || load)
            if(lsbf)
                miso <= wdata[0];
            else 
                miso <= wdata[BIT_WIDTH-1];
        else if(wr_edge && (state == TRANS))
            if(lsbf)
                miso <= wdata_tmp[0];
            else 
                miso <= wdata_tmp[BIT_WIDTH-1];
    end
    always @(posedge clk or negedge rst_n) begin
        if(!rst_n)
            state <= IDLE;
        else
            state <= next;
    end
    always @(*) begin
        if(!rst_n) begin
            next = IDLE;
        end
        else begin
            case (state)
                IDLE: begin
                    if (start_en) 
                        next <= TRANS;
                    else    
                        next <= IDLE;
                end
                TRANS: begin
                    if (nss_dly[1])
                        next <= IDLE;
                    else
                        next <= TRANS;
                end
            endcase
        end
    end
endmodule
==> run_results.csv <==
group,metric,value,unit
clock_network,cts_hold_buf,0,
die,die-height,74.1,µm
die,num_rows,25,
yosys,flop_cell,"dfrtp_1",
power,power_per_cell_area,611,nW/µm²
die,core-area,4850,µm²
placement,dp_hpwl,2340,µm
clock_network,cts_resized,0,
setup_path,worstPathMaxFanout,26,
global_route,grt_pass1_wl,6170,µm
timing,drv_slew,0,
routing,ant_nets,0,
routing,drc_errors,0,
worst_hold_path,hold_path_class,"in2async",
finish,area_growth,20.3,%
die,die_x,74.1,µm
routing,drt_wl_total,3510,µm
yosys,synth-seq-cells,46,
global_route,grtUsageTotal,0.150,
routing,via_count,1326,
yosys,synthesis.area,2080,µm²
routing,wl_per_cell,13.2,µm
die,chipArea,5480,µm²
timing,whs,0.243,ns
setup_path,cp-end-kind,"flip-flop",
timing,skew,0.00579,ns
clock_network,h-tree-depth,2,
finish,logic_area,873,µm²
global_route,gr-total-overflow,0,
timing,timing.setup.tns,0,ns
setup_path,reg2reg_depth,7,
timing,rsz0062_at_grt,"false",
yosys,yosys-stat-cells,173,
clock_network,cts_setup_buffers,0,
clock_network,clkSlewWorstSetupHoldPaths,0.08,ns
yosys,ys_types,33,
yosys,synth_area_per_cell,12.0,µm²
timing,fin_crit,1.90,ns
timing,unclocked_pins,2,
global_route,grt_max_degree,48,
placement,port_buffers,25,
finish,drive_above_1_share,0.195,
setup_path,worstPathRequired,2.46,ns
global_route,antenna_found_initial,0,
timing,setup_violations,0,
job,cap_violations,0,
placement,placed_cell_area,2390,µm²
die,ioPinCount,26,
yosys,yosysChipArea,2080,µm²
yosys,synthCells,173,
placement,place_inst,259,
power,ir_drop,394,µV
clock_network,clk_path_buf_depth,2,
routing,drt-pass1-iter-count,4,
setup_path,crit_arrival,2.07,ns
finish,fin_area,2500,µm²
timing,max_freq,0.525,GHz
job,tool_warnings,26,
timing,relSlewSlack,0.620,
status,status,"finished clean",
finish,final_cells,267,
finish,seq_area,1130,µm²
clock_network,numCtsBuffers,5,
yosys,ys_warn_count,5,
clock_network,clock_latency,0.29,ns
routing,avgViaCountPerCell,4.97,
timing,tightest_slew,0.569,ns
clock_network,cts_tree,"built",
yosys,edf_count,0,
global_route,grt_pass1_vias,1366,
power,finalPower,1.53,mW
setup_path,crit_path_start_kind,"primary input",
die,fp-utilization,0.428,
clock_network,root_buffer,"clkbuf_8",
finish,fillers,408,
routing,antennaDiodeCount,0,
timing,hold_viol,0,
yosys,synthArstFlopShare,0.957,
routing,drt_iter0_markers,58,
placement,gp_congestion,0.738,
power,power_leakage,1.09,nW
timing,unconstrained_endpoints,4,
setup_path,crit_type,"in2reg",
timing,period_used_share,0.827,
flip-flops by register name, summed over array words and instances, names as in the netlist, 2 cells and up:
signal,count
rdata,8
mosi_dly,2
next,2
nss_dly,2
state,2
wdata_tmp,8
sclk_dly,2
rdata_tmp,8
bcnt,6
per-stage QoR:
step | setup WS, ns | util
5_1_grt | 0.300 | 0.515
2_1_floorplan | 0.566 | -
6_report | 0.397 | 0.515
4_1_cts | 0.388 | 0.515
3_5_place_dp | 0.0740 | 0.493
3_3_place_gp | 0.167 | 0.493
placed cells by master (no fill, tap or decap), types with 3 or more instances in the layout:
master,synthesis,routed
clkbuf_8,0,5
nor2_1,15,15
ha_1,3,3
nand3_1,5,5
mux2_2,15,15
mux2i_1,18,18
nor2b_1,3,3
xor2_1,4,4
dfrtp_1,43,43
a211oi_2,8,8
nand2_1,15,15
buf_4,0,3
o21ai_0,6,6
clkdlybuf4s50_1,0,24
inv_1,4,4
and2_1,3,3
area by class of cell:
| cell class | count | area share |
|---|---|---|
| Timing Repair Buffer | 29 | 0.115 |
| Multi-Input combinational cell | 113 | 0.350 |
| Tap cell | 67 | 0.0336 |
| Inverter | 4 | 0.00601 |
| Sequential cell | 46 | 0.453 |
| Clock buffer | 7 | 0.0305 |
| Clock inverter | 1 | 0.0120 |
worst max-delay path, cell delays in order:
cell             delay (ns)
clkdlybuf4s50_1        0.50
xnor2_2                0.30
mux2i_4                0.29
buf_12                 0.21
mux2i_1                0.21
o21ai_0                0.09
where the power goes:
group,total [mW],internal [mW],leakage [nW],switching [mW]
registers,0.823,0.803,0.593,0.0202
clock network,0.569,0.325,0.0524,0.244
logic,0.135,0.0728,0.442,0.0625
total,1.53,1.20,1.09,0.327
logic make-up (layout without fill, tap and decap cells):
logic type,after synthesis,in the layout,synth area share
AOI/OAI and AO/OA,20,20,0.0813
buffers and inverters,14,41,0.0343
xor gates and xnor gates,6,6,0.0289
DFF,44,44,0.531
adders and majority gates,3,3,0.0181
latches,2,2,0.0145
and+or+nand+nor,50,50,0.113
muxes,34,34,0.179
layer usage:
layer / part of all wire / track usage
met4: 0.019 / 0.0321
met2: 0.43 / 0.223
met3: 0.044 / 0.0330
met1: 0.51 / 0.236
met5: 0 / 0
final timing paths:
check	from	endpoint	slack, ns
max	cpol	wdata_tmp[5]	0.40
min	rst_n	rdata[6]	0.24
max reg2reg	state[0]	wdata_tmp[5]	0.58
min reg2reg	mosi_dly[0]	mosi_dly[1]	0.36
max in group asynchronous	rst_n	wdata_tmp[7]	1.66
min in group clk0	mosi_dly[0]	mosi_dly[1]	0.36
synthesized netlist by cell type, drive strengths merged (2+ instances only):
cell	n	area share
clkbuf	5	0.0090
inv	4	0.0072
or2	2	0.0060
xor2	4	0.017
dlxtn	2	0.014
mux2	15	0.081
a211oi	8	0.048
o21ai	7	0.017
and3	2	0.0060
a21oi	2	0.0048
nor2b	3	0.0090
xnor2	2	0.012
and2	3	0.0090
nor2	15	0.027
buf	5	0.018
nand3	5	0.012
dfrtp	43	0.52
mux2i	19	0.098
ha	3	0.018
nand2	15	0.027
No activity file was given, so power comes from the tool's default toggle rates.
